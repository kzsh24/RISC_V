### design/flow/config.mk
export PLATFORM = sky130hd
export DESIGN_NAME = memory_module_32bit
export DESIGN_NICKNAME = memory_module_32bit
export VERILOG_FILES = /design/flow/design.v
export SDC_FILE = /design/flow/constraint.sdc
export NUM_CORES = 4
export LEC_CHECK = 1
export CORE_UTILIZATION = 30
### design/flow/run.sh
#!/bin/bash
# OpenROAD 26Q1-2900-gdf79404cd8, Yosys 0.63+post, stock flow scripts
make -C /OpenROAD-flow-scripts/flow DESIGN_CONFIG=/design/flow/config.mk WORK_HOME=/design/flow/orfs finish
### design/flow/design.v
`timescale 1ns / 1ps
module memory_module_32bit(
    input [31:0] write_data,
    input [31:0] A,
    input WE,clk,
    output [31:0]read_data
    );
   reg [7:0]memory[0:255]; 
   wire [7:0]address = {A[7:2], 2'b00};
   assign read_data={
    memory[address+3], 
    memory[address+2], 
    memory[address+1], 
    memory[address+0]
   };
   always @(posedge  clk) 
    if(WE) begin
    memory[address+0]<=write_data[7:0]  ;
    memory[address+1]<=write_data[15:8] ;
    memory[address+2]<=write_data[23:16];
    memory[address+3]<=write_data[31:24];
    end
endmodule
### design/flow/constraint.sdc
current_design memory_module_32bit

set clk_period 20.4
set clk_io_pct 0.2

create_clock -name clk0 -period $clk_period [get_ports {clk}]

set non_clock_inputs [all_inputs -no_clocks]
set_input_delay [expr $clk_period * $clk_io_pct] -clock clk0 $non_clock_inputs
set_output_delay [expr $clk_period * $clk_io_pct] -clock clk0 [all_outputs]
==> qor.yml <==
run_status:
  status: "completed"
finish:
  area_growth_pct: 14.92
  layout_top_cells: "edfxtp_1 (2048), mux4_2 (512), a22oi_1 (256)"
  combGateArea_um2: 15100
  nFillCells: 22950
  regMostFlops: "memory"
  reg_top3: "memory: 2048 flops"
  drive_gt1_share_pct: 28.54
  flop_area_um2: 61500
  largest_reg_flops: 2048
  layout_top_cell: "edfxtp_1"
cts:
  cts_root_buffer: "clkbuf_16"
  hold_buffers: 0
  cts_resized: 0
  cts_setup_buffers: 0
  htree_levels: 4
  cts.clk_slew.worst_paths_ns: 0.06
  cts_num_sinks: 2048
  cts_tree: "done"
  clock_path_buffers: 3
  cts_buffers: 197
floorplan:
  core_um2: 254900
  die_w_um: 509.2
  chip_area_um2: 259300
  num_rows: 185
  boundaryPins: 98
  die_height_um: 509.2
  fp-utilization_pct: 30.28
drt:
  drt-vias-per-instance: 4.987
  drc: 0
  routed_wl_um: 178700
  detail_route.iter0.violations: 2336
  wl_met2_um: 88910
  wl_met3_um: 29660
  met1Wirelength_um: 56000
  top_layer: "met5"
  vias: 34970
  ant_nets: 0
  wl_per_cell_um: 25.49
  drtPass1Iterations: 5
synthesis:
  synth_cells: 3259
  syn-cell-area_um2: 77170
  ys_area_um2: 77170
  synth_warnings: 1
  ys_ff: 2048
  yosysUniqueCellTypes: 20
  avgSynthCellArea_um2: 23.68
  ys_cells: 3259
  ys_seq_share_pct: 79.70
final_timing:
  finalHoldViolCount: 0
  timing.final.crit_period_ns: 12.84
  setup_slack_ns: 7.559
  whs_ns: 3.898
  rsz0062_at_grt: "false"
  finalSetupViolations: 0
  max_freq_mhz: 77.88
  worstMarginPinSlew_ns: 0.9225
  timing.final.crit_share_pct: 62.94
  final.setup.tns_ns: 0
  slew_headroom_pct: 38.16
  maxSlewViolCount: 0
global_route:
  grt_antenna_before_repair: 12
  grt_pass1_wl_um: 260700
  grt_use_total_pct: 15.03
  grt_pass1_vias: 39370
  globalRouteOverflowTotal: 0
  grt_max_degree: 93
critical_path:
  cp-end-kind: "primary output"
  worst_ep_required_time_ns: 16.32
  critical_path_arrival_ns: 8.76
  path_max_fanout: 51
  crit_path_start_kind: "input pin"
  path_class: "input pin to primary output"
place:
  port_buffers: 71
  place_congestion: 0.8204
  dp_slack_ns: 7.293
  hpwlAfterDp_um: 97890
job:
  tool_warnings: 52
  maxCapViolCount: 0
min_path:
  min_from: "write_data[1]"
  min_to: "memory[176][1]$_DFFE_PP_"
  hold_path_class: "input pin to flop"
  min_path_cells: 2
power_and_ir_drop:
  power_w: 0.008458
  ir_drop_mv: 0.09394
  p_per_area_nw_per_um2: 95.38
  leakagePower_nw: 26.61
## synthesized netlist by cell type
master	instances	area share [%]
a21oi_1	128	0.83
a22oi_1	256	2.5
and2_1	1	0.0081
buf_1	24	0.12
buf_2	37	0.24
buf_4	13	0.13
buf_6	8	0.12
clkbuf_1	121	0.59
edfxtp_1	2048	80
mux4_2	512	15
nand2_1	2	0.0097
nand2b_1	4	0.032
nand3_1	1	0.0065
nand3b_1	2	0.019
nor2_1	1	0.0049
nor2b_1	2	0.016
nor3_1	64	0.42
or2_2	2	0.016
or3b_2	1	0.011
or4_1	32	0.31
## kinds of logic after synthesis
| family | Yosys count | synth area share [%] |
|---|---|---|
| AOI/OAI and AO/OA | 384 | 3.321 |
| muxes | 512 | 14.94 |
| and+or+nand+nor | 112 | 0.8512 |
| buffers and inverters | 203 | 1.189 |
| DFF | 2048 | 79.70 |
## per-layer routing
metal  global-route usage, %  up-vias
li1                        -    14670
met1                   15.72    17880
met2                   23.61     2172
met3                   12.01      242
met4                   3.019        8
met5                  0.2741        -
## per-stage QoR
step                      cell area (um^2)  instances  utilization (%)
after floorplan                      77170       3259                -
after global placement               82670       6655            32.44
after detailed placement             82670       6655            32.44
after CTS                            88670       7007            34.79
after global routing                 88680       7011            34.80
final                                88680       7012            34.80
## power by group
group	internal [W]	switching (W)	total (W)
clock	0.00192	0.00148	0.00340
combinational	0.000149	0.000245	0.000394
sequential	0.00466	0.00000562	0.00467
## area by class of cell
| class | instances | share of cell area [%] |
|---|---|---|
| flip-flops and latches | 2048 | 69.35 |
| well taps | 3366 | 4.749 |
| repair buffers | 233 | 2.088 |
| clock buffers | 254 | 5.968 |
| multi-input cells | 1008 | 17.03 |
| clock inverters | 98 | 0.8028 |
| diodes | 5 | 0.01411 |
## critical path: stages
cell and delay (ns):
buf_8 0.43, buf_4 0.60, buf_4 0.68, buf_4 0.69, mux4_2 0.59, a22oi_1 0.23, a21oi_1 0.15, or4_1 0.70
clkdlybuf4s50_1 0.47
## how the worst max path moves through the flow
stage / start / to / cells past startpoint
CTS: A[2] / read_data[27] / 9
finish: A[2] / read_data[27] / 9
global route: A[2] / read_data[27] / 9
Power and IR drop assume default switching activity.
