### /design/flow/design.v
`timescale 1ns / 1ps
module register_file_32x32bit(
    input clk,
    input [4:0] A1, A2, A3,
    input [31:0] WD3,
    input WE3,
    output [31:0] RD1, RD2
);
    reg [31:0] reg_file [0:31];
    always @(posedge clk) begin
        if (WE3 && A3 != 0) begin
            reg_file[A3] <= WD3;
        end
    end
    assign RD1 = (A1 != 0) ? reg_file[A1] : 32'b0;
    assign RD2 = (A2 != 0) ? reg_file[A2] : 32'b0;
endmodule
### /design/flow/run.sh
#!/bin/bash
# OpenROAD 26Q1-2900-gdf79404cd8, Yosys 0.63+post, stock flow scripts
make -C /OpenROAD-flow-scripts/flow DESIGN_CONFIG=/design/flow/config.mk WORK_HOME=/design/flow/orfs finish
### /design/flow/config.mk
export PLATFORM = sky130hd
export DESIGN_NAME = register_file_32x32bit
export DESIGN_NICKNAME = register_file_32x32bit
export VERILOG_FILES = /design/flow/design.v
export SDC_FILE = /design/flow/constraint.sdc
export NUM_CORES = 4
export LEC_CHECK = 1
export CORE_UTILIZATION = 50
### /design/flow/constraint.sdc
current_design register_file_32x32bit

set clk_period 5.9
set clk_io_pct 0.2

create_clock -name clk0 -period $clk_period [get_ports {clk}]

set non_clock_inputs [all_inputs -no_clocks]
set_input_delay [expr $clk_period * $clk_io_pct] -clock clk0 $non_clock_inputs
set_output_delay [expr $clk_period * $clk_io_pct] -clock clk0 [all_outputs]
==> reports/qor.yml <==
final_layout_size_suffix_gt1_share_pct: 27.1
antenna_found_initial: 1
core-area_um2: 95000
cts_setup_buffers: 0
cp_cell_sequence: "buf_2 -> nand2b_2 -> buf_4 -> o21ai_1 -> a311oi_1 -> clkdlybuf4s50_1"
vias_per_cell: 6.86
die_area_um2: 97100
rsz0062_at_grt: "no"
grtUsageTotal_pct: 35.3
drv_cap: 0
drc: 0
fin_crit_ns: 5.54
final.setup.worst_slack_ns: 0.357
outcome: "complete, no violations"
yosysSeqAreaShare_pct: 64.2
grt_max_degree: 74
cts_hold_buf: 0
path_buffers: 3
die_w_um: 312
use_met2_pct: 48.8
min_path_cells: 2
reg.largest.list: "reg_file x1024"
worstSetupPathType: "input port to output pin"
dp_slack_ns: 0.571
drt-initial-drc-count: 1842
top_area_share_pct: 64.2
ys_ff: 1024
top_usage_layer: "met2"
max_freq_mhz: 180
p_total_mw: 16.2
worst_pin_slew_ns: 1.05
hold_start: "WD3[18]"
cp.arrival_ns: 4.36
fp_util_pct: 50.4
syn_area_per_cell_um2: 18.7
clkSinkCount: 1024
ys_chip_area_um2: 47900
synth_stat.cells: 2564
grt_pass1_vias: 31300
yosysTopAreaCell: "edfxtp_1"
peakVddDrop_uv: 229
cts-root-buf: "clkbuf_16"
hold_path_class: "input port to flop"
logic_area_um2: 16400
whs_endpoint: "reg_file[10][18]"
wirelength_um: 150000
lay_top_count: "edfxtp_1"
cp_max_fo: 13
area_growth_pct: 14.3
vias: 28200
ff_type: "edfxtp_1"
required_ns: 4.72
critPathTopFamily: "buffers and inverters"
setup_viol: 0
gp_congestion: 0.900
register_area_um2: 30700
fin_crit_sh_pct: 93.9
hold_viol: 0
port_buffers: 112
grt_overflow: 0
tritoncts: "done"
slowest_stage: "a311oi_1"
slew_headroom_pct: 29.5
final.setup.tns_ns: 0
enable_flop_cells: 1024
synthTopCellsByArea: "edfxtp_1, mux4_2, mux2i_1"
hpwl_um: 88100
cts.clk_slew.worst_paths_ns: 0.05
detail-route-antenna-nets: 0
p_leak_nw: 17.9
ctsResizeCount: 0
grt_first_pass_wirelength_um: 216000
synthArstFlopShare_pct: 0
final_max_slew_viol_count: 0
mostFrequentLayoutCells: "edfxtp_1, mux2i_1, mux4_2"
power_density_nw_per_um2: 295
dieHeight_um: 312
use_met1_pct: 43.5
critPathMaxStageDelay_ns: 0.83
num_rows: 113
h-tree-depth: 3
n_fill_cell: 6897
largest_register_ffs: 1024
regMostFlops: "reg_file"
clockBufferDepth: 3
ios: 113
cts_buffers: 109
syn_inst: 2564
wire_per_inst_um: 36.5
synth.cell_area_um2: 47900
drt-pass1-iter-count: 6
end_kind: "output pin"
yosys_warnings: 1
use_met3_pct: 30.1
openroad.warnings: 26
critPathLaunchType: "input port"
synth_cell_types: 39
==> stage by stage <==
stage	cells	util (%)	hold slack, ns	cell area, um^2
after floorplan	2595	-	1.28	48000
after global placement	3916	54.1	2.00	51400
after detailed placement	3916	54.1	2.01	51400
after CTS	4116	57.6	1.28	54800
after global routing	4116	57.6	1.30	54800
final	4117	57.6	1.31	54800
==> cells in the mapped netlist, types with 2 or more instances <==
| cell type | n |
|---|---|
| a22oi_1 | 64 |
| mux2i_1 | 320 |
| nand4_1 | 32 |
| a311oi_1 | 32 |
| a211oi_1 | 53 |
| o221ai_1 | 64 |
| o21ai_0 | 50 |
| edfxtp_1 | 1024 |
| mux2_2 | 64 |
| a221oi_2 | 16 |
| clkbuf_1 | 98 |
| nor2_1 | 36 |
| buf_4 | 53 |
| a211oi_2 | 11 |
| nand3_1 | 2 |
| o2111ai_1 | 10 |
| nand2_1 | 85 |
| buf_6 | 12 |
| mux4_1 | 36 |
| or3_1 | 2 |
| o21ai_1 | 4 |
| inv_1 | 2 |
| mux4_2 | 316 |
| nand3b_1 | 6 |
| nor2b_1 | 37 |
| a21oi_1 | 32 |
| buf_2 | 50 |
| a221oi_1 | 38 |
| or3b_2 | 5 |
==> final cells by class <==
cell class	instances	area share, %
Sequential cell	1024	56.1
Multi-Input combinational cell	1354	29.9
Clock buffer	146	5.31
Timing Repair Buffer	271	4.81
Tap cell	1265	2.89
Clock inverter	54	0.882
Inverter	2	0.0160
Antenna cell	1	0.00457
==> routing by layer <==
| layer | vias up | part of all wire, % |
|---|---|---|
| met2 | 2347 | 45 |
| met1 | 14100 | 31 |
| met3 | 341 | 20 |
| met5 | - | 0.17 |
| li1 | 11500 | - |
| met4 | 12 | 3.4 |
==> worst max-delay path by stage <==
stage         end  startpoint  cells after the start
4_1_cts    RD2[8]       A2[2]                      8
5_1_grt   RD1[14]       A1[4]                      6
6_report  RD1[14]       A1[4]                      6
==> logic make-up after synthesis <==
family	Yosys count	share of synthesized area (%)
flip-flops	1024	64.2
other	1	0.00783
AND/OR/NAND/NOR	212	2.18
AND-OR/OR-AND	374	6.15
buffers and inverters	217	2.44
multiplexers	736	25.0
==> power breakdown <==
group / total (mW) / internal [mW] / switching (mW) / leakage (nW)
clock: 6.53 / 3.79 / 2.74 / 1.65
combinational: 1.49 / 0.641 / 0.851 / 6.99
sequential: 8.16 / 8.12 / 0.0427 / 9.25
Power figures rest on the tool's default switching activity, not on a simulated workload.
