### flow/config.mk
export PLATFORM = sky130hd
export DESIGN_NAME = ALU
export DESIGN_NICKNAME = ALU
export VERILOG_FILES = /design/flow/design.v
export SDC_FILE = /design/flow/constraint.sdc
export NUM_CORES = 4
export LEC_CHECK = 1
export CORE_UTILIZATION = 30
### flow/constraint.sdc
current_design ALU

set clk_period 22.2
set clk_io_pct 0.2

create_clock -name clk0 -period $clk_period

set non_clock_inputs [all_inputs -no_clocks]
set_input_delay [expr $clk_period * $clk_io_pct] -clock clk0 $non_clock_inputs
set_output_delay [expr $clk_period * $clk_io_pct] -clock clk0 [all_outputs]
### flow/design.v
`timescale 1ns / 1ps
module ALU (
    input  [31:0] SrcA,
    input  [31:0] SrcB,
    input  [2:0]  ALUControl,
    output reg [31:0] ALUResult,
    output Zero
);
    always @(*) begin
        case (ALUControl)
            3'b000: ALUResult = SrcA + SrcB;            
            3'b001: ALUResult = SrcA - SrcB;            
            3'b010: ALUResult = SrcA & SrcB;            
            3'b011: ALUResult = SrcA | SrcB;            
            3'b100: ALUResult = ($signed(SrcA) < $signed(SrcB)) ? 32'b1 : 32'b0;  
            default: ALUResult = 32'b0;
        endcase
    end
    assign Zero = (ALUResult == 32'b0);
endmodule
### flow/run.sh
#!/bin/bash
# OpenROAD 26Q1-2900-gdf79404cd8, Yosys 0.63+post, stock flow scripts
make -C /OpenROAD-flow-scripts/flow DESIGN_CONFIG=/design/flow/config.mk WORK_HOME=/design/flow/orfs finish
==> run summary <==
Purpose: to document the outcome of synthesis and place and route.

Die
For this configuration, the core starts out at a cell density of 0.307. According to the floorplan report, the placeable core area is 18100 sq um. The height of the die is 138 um.

According to the floorplan report, the total die area is 19100 sq um. In this run the count of I/O pins placed on the die edge is 100. The number of placement rows is 49. The die extent in x is 138 um.

Power
The power report attributes to the clock group a share of 0. The power per cell area is 25.5 nW/um^2. The power report attributes to the combinational group a share of 1.000. Of the total power, registers draw 0. The net switching power in the latest report is 0.0000988 W.

For this design the static power due to leakage is 2.95 nW. Of the total power, the share spent switching nets is 0.579. The internal power of the cells is 0.0000719 W. The worst-case IR drop observed on VDD is 0.00000971 V.

Placement
The final weighted congestion in routability-driven placement is 0.971. The sum of net half-perimeters after detailed placement is 16500 um. The number of buffers added on ports is 100.

Synth
Yosys stat counts 832 cells in the synthesized netlist. The cell-mix breakdown from Yosys lists the adder-cell area share as 0.244. Of the synthesized area, sequential elements account for 0.

Counting distinct cell types in the post-synthesis netlist gives 77. The yosys synthesis warning count is 1. Averaged over all synthesized cells, the footprint is 6.68 sq um. Per the synthesis report, the simple-gate share of the synthesized area is 0.248. Per the synthesis report, the AND-OR/OR-AND share of the synthesized area is 0.369. Measured against the total synthesized area, the mux share comes to 0.0180. The dominant kind of combinational cell is AND-OR/OR-AND gates. The synthesized cell area is 5560 sq um. Post-synthesis, Yosys gives the total cell area as 5560 sq um. Of the total synthesized cell area, the portion taken by XOR and XNOR cells is 0.0221. The synthesized instance count is 832.

GRT
For this run the aggregate overflow at the end of global routing stands at 0. The first global-routing pass estimated 32900 um of wire. The number of antenna violations at the first check in global routing is 0. The via count of the first global-routing pass is 5976. Entering global routing, the biggest net connects 68 pins. The total track usage is 0.215.

CTS
The post-CTS setup buffer count is 0. Gates resized during post-CTS repair numbered 0. For this design, the CTS-stage hold fixing added 0 buffers.

Worst setup path
The slowest stage of the critical path is the a211oi_1 cell. The longest incremental delay of any stage on the critical path is reported as 0.48 ns. STA classifies the critical path startpoint as a primary input. The data required time at the worst endpoint is 17.76 ns. According to the timing report, the arrival time at the worst endpoint equals 9.17 ns.

Of all nets on the critical path, the largest fanout is 6. Walking the worst path, the cells encountered are clkdlybuf4s50_1 -> ha_1 -> fa_1 -> a211oi_1 -> o21ai_1 -> a41o_1 -> a221oi_1 -> xnor2_1 -> a211oi_1 -> nand4_1 -> nor4_1 -> nand4_1 -> and4bb_1 -> clkdlybuf4s50_1. In this design, the largest share of critical-path delay is due to AND-OR/OR-AND gates. The launch point of the critical path was reported as SrcB[0]. According to the timing report, the critical path is captured at Zero. The instance count on the critical path is 14. Along the critical path, the tally of buffer and inverter instances is 2. The type of the worst setup path is in -> out. The critical path capture point type is a primary output.

Final layout
Measured on the finished design, the core utilization comes to 0.370. The share of final-layout standard cells stronger than drive strength 1 is 0.0314. In the final layout, the fill cell count is 1977. The design has 0 sequential cells. In the final layout, flip-flops and latches occupy 0 sq um. The area growth from synthesis to final layout is 20.6%.

The number of clock-tree buffers in the layout is 0. The area taken by multi-input logic gates is 5000 sq um.

Final timing
Of the available clock period, the critical path in the final layout requires 0.613. In this build the clock could be raised as far as 0.0735 GHz. After routing, the total negative slack on setup checks comes to 0 ns. The worst path needs 13.61 ns of the cycle, external delays included. Counting endpoints that fail hold in the final report gives 0. The transition time recorded at the tightest slew-check pin is 0.814 ns. In this run the tightest slew margin relative to its limit is 0.448. In the final report, the number of pins over their slew limit comes to 0. The number of failing setup endpoints in the final timing report is 0. Setup repair after global routing left no endpoint under its margin.

Status
The flow ran to the end, and the final reports show no timing, DRC or antenna violations.

Routing
Once detail routing completed, the nets flagged for antenna violations numbered 0. The first detailed-routing pass took 25 iterations. The script parses the final routing iteration and logs DRC violations as 0. After detailed routing, the average wire length per cell comes to 18.5 um. The final antenna diode tally reported by the flow is 0. The detailed router placed 6447 vias in this run. The total detailed-routing wirelength is 20700 um. The iteration-0 DRC count of the detailed router is 530. Per the detail_route report, vias per standard cell equal 5.76.

Run
The count of maximum capacitance violations is 0. Warnings raised by the tools during the run amount to 105.

Min path
The path class of the tightest hold or removal check is in -> out.
[final cells by class]
type                       count  share of cell area
timing repair buffer         107               0.156
inverter                      96              0.0538
multi-input combinational    688               0.747
tap                          229              0.0428
[power groups by stage]
stage	Sequential (W)	Clock (W)	Combinational (W)
final	0	0	0.000171
after global routing	0	0	0.000186
after CTS	0	0	0.000168
[cell families (layout without fill, tap and decap cells)]
family                   count (synthesis)  in the layout
adder cells (fa/ha/maj)                107            107
AND-OR/OR-AND                          285            285
buffers and inverters                  144            203
XOR/XNOR                                14             14
AND/OR/NAND/NOR                        272            272
multiplexers                            10             10
[cells in the mapped netlist, types with 15 or more instances]
cell type    n  share of area
nor2_1      70          0.047
o211ai_1    18          0.024
inv_1       93          0.063
ha_1       105           0.24
nor4_1      16          0.018
clkbuf_1    34          0.023
a21oi_1     69          0.062
nand2_1     57          0.038
nor3_1      27          0.024
nor2b_1     15          0.017
nand3_1     15          0.014
o21ai_0     30          0.027
[layer usage]
metal / vias up / track usage / part of all wire
met5: - / 0 / 0
li1: 3178 / - / -
met4: 0 / 0.0355 / 0.015
met1: 2947 / 0.324 / 0.46
met3: 26 / 0.0180 / 0.073
met2: 296 / 0.337 / 0.45
[cell usage in the layout, fill, tap and decap left out, types with 5 or more instances in the layout]
cell type and instances:
nand2b_1 11, a221oi_1 5, a21o_1 14, o21a_1 10
a2111oi_0 7, o211ai_1 18, o22ai_1 8, or3_1 14
and2_1 5, and3_1 7, o21ai_1 6, mux2i_1 10
a31oi_1 11, clkdlybuf4s50_1 99, a211oi_1 13, nor2_1 70
nor2b_1 15, nand4_1 12, o31ai_1 11, o21bai_1 7
or4_1 5, nand3_1 15, ha_1 105, xnor2_1 12
nand2_1 57, buf_4 7, nor3_1 27, a211o_1 6
a21oi_1 69, nor4_1 16, o21ai_0 30, a221o_1 6
o2111ai_1 5, inv_1 93
[worst min-delay path by stage]
stage	start	to	slack [ns]	cells past startpoint
4_1_cts	ALUControl[0]	ALUResult[1]	9.84	4
6_report	ALUControl[0]	ALUResult[1]	9.83	4
5_1_grt	ALUControl[0]	ALUResult[1]	9.88	4
[metrics by stage]
step,power (W),setup slack (ns),hold WS (ns),instances,cell area [sq um]
after floorplan,0.000104,10.62,9.10,832,5560
after global placement,0.000168,8.70,9.84,1120,6700
after detailed placement,0.000167,8.70,9.84,1120,6700
after CTS,0.000168,8.67,9.84,1120,6700
after global routing,0.000186,8.40,9.88,1120,6700
final,0.000171,8.59,9.83,1120,6700
Power figures rest on the tool's default switching activity, not on a simulated workload.
